$ cat /design/flow/design.v
module Demux_LFSR_Project_Top
    (input i_Clk,
    input i_Switch_1,
    input i_Switch_2,
    output o_LED_1,
    output o_LED_2,
    output o_LED_3,
    output o_LED_4);
    reg r_LFSR_Toggle = 1'b0;
    wire w_LFSR_Done;
    LFSR_22 LFSR_Inst
    (.i_Clk(i_Clk),
    .o_LFSR_Data(),
    .o_LFSR_Done(w_LFSR_Done));
    always @ (posedge i_Clk)
    begin
        if(w_LFSR_Done)
            r_LFSR_Toggle <= !r_LFSR_Toggle;
    end
    Demux_1_To_4 Demux_Inst
    (.i_Data(r_LFSR_Toggle),
    .i_Sel0(i_Switch_1),
    .i_Sel1(i_Switch_2),
    .o_Data0(o_LED_1),
    .o_Data1(o_LED_2),
    .o_Data2(o_LED_3),
    .o_Data3(o_LED_4));
endmodule
module LFSR_22 (
    input         i_Clk,
    output [21:0] o_LFSR_Data,
    output        o_LFSR_Done);
    reg [21:0] r_LFSR;
    wire       w_XNOR;
    always @(posedge i_Clk)
    begin
    r_LFSR <= {r_LFSR[20:0], w_XNOR};
    end
    assign w_XNOR = r_LFSR[21] ^~ r_LFSR[20];
    assign o_LFSR_Done = (r_LFSR == 22'd0);
    assign o_LFSR_Data = r_LFSR;
endmodule
module Demux_1_To_4
 (input  i_Data,
  input  i_Sel1,
  input  i_Sel0,
  output o_Data0,
  output o_Data1,
  output o_Data2,
  output o_Data3);
assign o_Data0 = !i_Sel1 & !i_Sel0 ? i_Data : 1'b0;
assign o_Data1 = !i_Sel1 &  i_Sel0 ? i_Data : 1'b0;
assign o_Data2 = i_Sel1 & !i_Sel0 ? i_Data : 1'b0;
assign o_Data3 = i_Sel1 &  i_Sel0 ? i_Data : 1'b0;
endmodule
$ cat /design/flow/run.sh
#!/bin/bash
# OpenROAD 26Q1-2900-gdf79404cd8, Yosys 0.63+post, stock flow scripts
make -C /OpenROAD-flow-scripts/flow DESIGN_CONFIG=/design/flow/config.mk WORK_HOME=/design/flow/orfs finish
$ cat /design/flow/config.mk
export PLATFORM = sky130hd
export DESIGN_NAME = Demux_LFSR_Project_Top
export DESIGN_NICKNAME = Demux_LFSR_Project_Top
export VERILOG_FILES = /design/flow/design.v
export SDC_FILE = /design/flow/constraint.sdc
export NUM_CORES = 4
export LEC_CHECK = 1
export CORE_AREA = 10 10 75 75
export DIE_AREA = 0 0 85 85
$ cat /design/flow/constraint.sdc
current_design Demux_LFSR_Project_Top

set clk_period 2.7
set clk_io_pct 0.2

create_clock -name clk0 -period $clk_period [get_ports {i_Clk}]

set non_clock_inputs [all_inputs -no_clocks]
set_input_delay [expr $clk_period * $clk_io_pct] -clock clk0 $non_clock_inputs
set_output_delay [expr $clk_period * $clk_io_pct] -clock clk0 [all_outputs]
==> design notes <==
The flow ran to the end, and the final reports show no timing, DRC or antenna violations. The tools report the number of top-level pins as 7. Per the detail_route report, the via count comes to 319. Max-slew check failures listed in the final report amount to 0. After routing the design area is 754.5 sq um. Final worst clock skew: 0.001701 ns.

Setup repair after global routing left no endpoint under its margin. The first global-routing pass estimated 1.462 mm of wire. The number of remaining DRC errors was 0.

Entering global routing, the biggest net connects 13 pins. Per the synthesis report, the dominant area consumer among library cells is sky130_fd_sc_hd__dfxtp_1. After detailed routing, the number of vias per cell comes to 3.127.

The fraction of final layout cells with drive strength greater than 1 is 0.09615. The critical path is of the in -> out type. The critical path contains buffers and inverters numbering 2 combined. The count of instantiated cells in the yosys netlist is 42. The cell depth of the worst flop-to-flop path works out to 5. Max-cap violations in this run came to 0.

The logs give 0 for the count of buffers added by post-CTS timing repair for setup and 13 for the number of library cell types mapped by synthesis. Max fanout on the critical path was recorded as 4. Total number of cells along the worst setup path: 3. Hold repair after CTS inserted 0 buffers.

The number of buffers on the longest clock path was 2. With the clock latency reported for the late side of the worst-skew pair at 0.25 ns, the DRC marker count from the first detailed-route iteration is 10. Hold is met by 0.3535 ns. The run gives 0.1859 for the utilization of the core after routing. The run gives 586.8 sq um as the post-synthesis instance area.

For this run, the chip area from Yosys synthesis comes to 586.8 sq um. Port buffering added 6 buffers. TritonCTS built the clock tree.

The logs give 1.72 ns for the data arrival time of the worst path and 709.4 sq um for the cell area after placement. Summing internal, switching and leakage power gives 0.5474 mW. According to the CTS report, the clock sink count is 23. After floorplanning, the die was sized to cover 7225 sq um.

Count of yosys warnings during synthesis: 2. The worst setup path is captured at a primary output. The report lists the power per cell area as 725.5 nW/um^2. VDD sags by at most 0.5765 mV. Leaving out filler cells and counting taps, the final layout contains 102.

The post-cts repair resize count came out at 0. With the final antenna diode count at 0, the overall die width is 85 microns. After layout, the worst setup slack is 0.4364 ns. Cell at the root of the clock tree: sky130_fd_sc_hd__clkbuf_8.

The worst setup path is launched from an input pin. The growth of design area from synthesis to finish works out to 28.57%. Die extent in y: 85 microns. Remaining max-slew budget at the tightest pin: 0.8276. The run gives 0.7505 for the area share of the leading cell type in the synthesized netlist. The run gives 845 microns for the post-detailed-routing wire length.

After synthesis, the cell types taking the most area are sky130_fd_sc_hd__dfxtp_1 75%, sky130_fd_sc_hd__edfxtp_1 5.1%, sky130_fd_sc_hd__inv_1 2.6%, sky130_fd_sc_hd__nor4b_2 2.6%, sky130_fd_sc_hd__ha_1 2.1%. The final report lists the setup-violating endpoint count as 0. In the final layout, the fill cell count is 427.

For the initial antenna violation count, the log shows 0. Per the OpenROAD floorplan log, the area of the core is 4058 sq um. Via count of the first global-routing pass: 317. The run gives 0.1446 as the share of the core filled by cells before placement.

Synthesis produced 42 cells. Actual slew at the worst max-slew pin: 0.2562 ns. The final hold violation count recorded for this run is 0. The number of cells on the worst hold path is listed as 0. The cell family contributing the most delay on the critical path is buffers and inverters. Derived from the worst setup path, the maximum achievable clock frequency is 0.4418 GHz. The tools report the count of placed standard cells including taps as 98.

The run gives 0.4452 ns as the setup slack after placement. Most common cell type on the critical path: sky130_fd_sc_hd__clkdlybuf4s50_1. The run gives 2.16 ns for the worst path required time. The fraction of the yosys area taken by sequential cells came out at 0.8017.

The tools report the total iterations of the first detailed-routing run as 2. The number of logged tool warnings is 25. Traced cell by cell, the critical path runs through clkdlybuf4s50_1, nor3b_1, clkdlybuf4s50_1.

The global route stage reports its total congestion overflow as 0. The standard cell with the maximum stage delay on the critical path is sky130_fd_sc_hd__clkdlybuf4s50_1. After routing, the total negative slack on setup checks comes to 0 ns.

Summed over all nets, the half-perimeter wirelength after detailed placement is 575.1 microns. In this run, CTS created clock tree buffers numbering 3. The run gives 0.02425 for the global-route usage over all layers. The run gives 1 as the number of levels in the clock H-tree. The average wire per standard cell came out at 8.284 microns.

The maximum single-stage delay on the critical path is 0.50 ns, and the count of antenna-violating nets left after detailed routing is 0. The clock transition at the registers of the reported paths came out at 0.07 ns. The mean area per synthesized cell was 13.97 sq um; the static leakage was 0.2694 nW. The register bit total from synthesis is 23, and the last weighted congestion value of the routability-driven placer is 0.7476. The class of the most critical hold timing path was reg -> reg. The share of the clock period used by the worst path is 0.8384. After floorplanning, the core was divided into 23 placement rows. The final timing report derives a shortest allowable period of 2.264 ns.
[cells in the final DEF, fill, tap and decap left out]
master / Yosys / layout
sky130_fd_sc_hd__and3_1: 1 / 1
sky130_fd_sc_hd__clkbuf_1: 0 / 1
sky130_fd_sc_hd__clkbuf_8: 0 / 3
sky130_fd_sc_hd__clkdlybuf4s50_1: 0 / 6
sky130_fd_sc_hd__dfxtp_1: 22 / 22
sky130_fd_sc_hd__edfxtp_1: 1 / 1
sky130_fd_sc_hd__ha_1: 1 / 1
sky130_fd_sc_hd__inv_1: 4 / 4
sky130_fd_sc_hd__nand2_1: 2 / 2
sky130_fd_sc_hd__nand4_1: 1 / 1
sky130_fd_sc_hd__nor2_1: 3 / 3
sky130_fd_sc_hd__nor3_1: 2 / 2
sky130_fd_sc_hd__nor3b_1: 1 / 1
sky130_fd_sc_hd__nor4_1: 2 / 2
sky130_fd_sc_hd__nor4_2: 1 / 1
sky130_fd_sc_hd__nor4b_2: 1 / 1
[worst register-to-register path, cell delays in order, from the launching register on]
cell                      delay (ns)
sky130_fd_sc_hd__dfxtp_1        0.32
sky130_fd_sc_hd__inv_1          0.05
sky130_fd_sc_hd__ha_1           0.14
sky130_fd_sc_hd__nor4b_2        0.19
sky130_fd_sc_hd__nand4_1        0.15
sky130_fd_sc_hd__nor2_1         0.17
[final timing paths]
kind	slack (ns)	start	endpoint
max	0.44	i_Switch_1	o_LED_2
min	0.35	LFSR_Inst.r_LFSR[14]	LFSR_Inst.r_LFSR[15]
max reg2reg	1.39	LFSR_Inst.r_LFSR[20]	r_LFSR_Toggle
min reg2reg	0.35	LFSR_Inst.r_LFSR[14]	LFSR_Inst.r_LFSR[15]
[routing by layer]
metal	GRT usage	up-vias	wire length (microns)
met3	0.01734	0	91
met4	0	0	0
met5	0	-	0
met2	0.03202	10	279
met1	0.03326	148	473
li1	-	161	-
[layout make-up]
cell class                 count  area, sq um  share of cell area
sequential                    23        470.5              0.6235
multi-input combinational     15        101.3              0.1343
tap                           50        62.56             0.08292
timing repair buffer           6        60.06             0.07960
clock buffer                   4        45.04             0.05970
inverter                       4        15.01             0.01990
[power by group]
part           total [mW]  switching [mW]  leakage, nW  internal (mW)
clock network       0.199          0.0940       0.0228          0.105
logic             0.00744         0.00186       0.0579        0.00558
registers           0.341               0        0.189          0.341
[registers in the layout (all words and copies together) (netlist names)]
register	flops
LFSR_Inst.r_LFSR	22
r_LFSR_Toggle	1
[cell usage after synthesis]
master                     number
sky130_fd_sc_hd__nor4_2         1
sky130_fd_sc_hd__nor3_1         2
sky130_fd_sc_hd__edfxtp_1       1
sky130_fd_sc_hd__nand4_1        1
sky130_fd_sc_hd__inv_1          4
sky130_fd_sc_hd__nor4_1         2
sky130_fd_sc_hd__and3_1         1
sky130_fd_sc_hd__dfxtp_1       22
sky130_fd_sc_hd__nor3b_1        1
sky130_fd_sc_hd__nor2_1         3
sky130_fd_sc_hd__nand2_1        2
sky130_fd_sc_hd__nor4b_2        1
sky130_fd_sc_hd__ha_1           1
[cells by family (layout without fill, tap and decap cells)]
family                     count (synthesis)  after routing  synth area share
DFF                                       23             23            0.8017
and+or+nand+nor                           14             14            0.1514
buffers and inverters                      4             14           0.02558
adders and majority gates                  1              1           0.02132
Power figures rest on the tool's default switching activity, not on a simulated workload.
