===== /design/flow/config.mk =====
export PLATFORM = sky130hd
export DESIGN_NAME = Debounce_Filter
export DESIGN_NICKNAME = Debounce_Filter
export VERILOG_FILES = /design/flow/design.v
export SDC_FILE = /design/flow/constraint.sdc
export NUM_CORES = 4
export LEC_CHECK = 1
export CORE_AREA = 10 10 70 70
export DIE_AREA = 0 0 80 80

===== /design/flow/constraint.sdc =====
current_design Debounce_Filter

set clk_period 1.3
set clk_io_pct 0.2

create_clock -name clk0 -period $clk_period [get_ports {i_Clk}]

set non_clock_inputs [all_inputs -no_clocks]
set_input_delay [expr $clk_period * $clk_io_pct] -clock clk0 $non_clock_inputs
set_output_delay [expr $clk_period * $clk_io_pct] -clock clk0 [all_outputs]

===== /design/flow/design.v =====
module Debounce_Filter #(parameter DEBOUNCE_LIMIT = 20) (
    input i_Clk,
    input i_Bouncy,
    output o_Debounced);
    reg [$clog2(DEBOUNCE_LIMIT)-1:0] r_Count = 0;
    reg r_State = 1'b0;
    always @ (posedge i_Clk)
    begin
        if(i_Bouncy !== r_State && r_Count < DEBOUNCE_LIMIT-1)
        begin
            r_Count <= r_Count +1 ;
        end
        else if (r_Count == DEBOUNCE_LIMIT-1)
        begin
            r_State <= i_Bouncy;
            r_Count <= 0;
        end
        else
        begin
            r_Count <= 0;
        end
    end
    assign o_Debounced = r_State;
endmodule

===== /design/flow/run.sh =====
#!/bin/bash
# OpenROAD 26Q1-2900-gdf79404cd8, Yosys 0.63+post, stock flow scripts
make -C /OpenROAD-flow-scripts/flow DESIGN_CONFIG=/design/flow/config.mk WORK_HOME=/design/flow/orfs finish

==> flow_summary.ini <==
; yosys + openroad results
[floorplanning]
rows = 21
die.size.x_um = 80
chipHeight_um = 80
initCoreUtil_pct = 7.25
design.portCount = 3
overall_chip_area_um2 = 6400
area_of_the_core_um2 = 3420

[power]
design_power_total_mw = 0.423
seq_power_share_pct = 48.9
power.share.switching_pct = 22.0
power_density_nw_per_um2 = 1160
pwr-share-comb_pct = 6.9
internal-power_mw = 0.330
vdd_drop_max_mv = 0.208
switchingPower_mw = 0.0931
leakage_nw = 0.128
power_frac_clock_pct = 44.3

[layout]
fillCellCount = 398
drive_gt1_share_pct = 21.9
flow.area_growth_from_synthesis_pct = 47.5
stdcell_area_um2 = 365
post_layout_nonfiller_instances = 78

[place]
gp_routability_congestion = 0.743
area_after_detailed_placement_um2 = 333
port_buffers = 2
pre_cts_slack_ns = -0.157
placed_cells = 73
hpwlAfterDp_um = 304

[setup_path]
critPathSlowestCell = edfxtp_1
worst_path_dominant_cell_family = flip-flops
critical_path.max_fanout = 2
crit_path_start = r_State
critical_path.reg2reg.startpoint = r_State
critPathBufInv = 1
crit_type = flip-flop to flip-flop
crit_path_cells = buf_4 > xor2_1 > o21ai_2 > and4_1
reg2reg_setup_slack_ns = 0.07
timing.critical_path.to_type = flip-flop
setup.worst_path.start_class = flip-flop
max_stage_delay_ns = 0.38
required_time_of_the_critical_path_ns = 1.27
cp_data_arrival_time_ns = 1.21

[synth]
post_synth_num_cell_types = 11
synth.ff_latch_count = 6
postSynthSeqShare_pct = 52.5
post_synth_design_cell_area_um2 = 248
synth.yosys.chip_area_um2 = 248
syn_inst = 24
synth-cells-yosys = 24
yosys_warnings = 1
mapped_avg_cell_area_um2 = 10.3

[cts]
clock_tree_from_tritoncts = yes
cts_htree_levels = 1
clk_pin_slew_ns = 0.06
cts-root-buf = clkbuf_4
clockBufferDepth = 2
clock_insertion_delay_worst_skew_ns = 0.25
hold_buffers = 0
cts_inserted_buffers = 3
clock-sinks = 6

[global_routing]
grt_max_degree = 6
globalRouteOverflowTotal = 0
first_pass_grt_wire_length_um = 738
all_layer_gr_usage_pct = 1.46
antenna_found_initial = 0
grt_pass1_vias = 185

[sta]
period_needed_ns = 1.23
part_of_the_cycle_the_worst_path_needs_pct = 95.0
worst-slew-pin-transition_ns = 0.207
setup_viol_count_final = 0
report.final.hold_viol_count = 0
maxSlewHeadroom_pct = 86.1
unrepaired_setup_endpoints_after_global_routing = false
finalSetupTns_ns = 0
slew_viol_final = 0
timing.fmax_mhz = 810
final_ws_setup_ns = 0.0656
fin_worst_skew_ns = 0.0171

[run_status]
outcome = finished clean

[drt]
drtPass1Iterations = 4
insertedDiodeCount = 0
routed_wire_length_per_instance_um = 5.32
drtIter0Drc = 4
route.detailed.drc = 0
num_vias = 186
routed_via_density = 2.38
ant_nets = 0
routed_wl_um = 415

[run]
warnings = 25
max_cap_violations = 0

[worst_hold_path]
holdCritPathClass = flip-flop to flip-flop
timing.hold.worst.start = r_Count[0]
cell usage after synthesis:
| cell | number | share of area [%] |
|---|---|---|
| ha_1 | 1 | 5.0 |
| o21ai_2 | 1 | 3.5 |
| xor2_1 | 2 | 7.1 |
| inv_1 | 2 | 3.0 |
| xnor2_1 | 2 | 7.1 |
| a211oi_2 | 1 | 5.0 |
| edfxtp_1 | 1 | 12 |
| nor2_1 | 6 | 9.1 |
| dfxtp_1 | 5 | 40 |
| and4_1 | 1 | 3.5 |
| nand3_1 | 2 | 4.0 |
placed cells by master, fill, tap and decap left out:
cell             synthesis  layout
and4_1                   1       1
xor2_1                   2       2
nand3_1                  2       2
o21ai_2                  1       1
clkbuf_4                 0       3
nor2_1                   6       6
clkbuf_1                 0       1
dlygate4sd2_1            0       1
edfxtp_1                 1       1
dfxtp_1                  5       5
ha_1                     1       1
clkdlybuf4s50_1          0       1
inv_1                    2       2
xnor2_1                  2       2
a211oi_2                 1       1
buf_4                    0       2
final timing paths:
check / end / depth (start not counted)
setup / recovery: r_State / 4
hold / removal: r_Count[0] / 1
setup reg to reg: r_State / 4
hold reg to reg: r_Count[0] / 1
logic make-up after synthesis:
logic type	Yosys count	share of synthesized area, %
AOI/OAI and AO/OA	2	8.59
DFF	6	52.5
and+or+nand+nor	9	16.7
adders and majority gates	1	5.05
buffers and inverters	2	3.03
xor gates and xnor gates	4	14.1
final cells by class:
cell class                      instances  area [um^2]  area share (%)
Tap cell                               46         57.6            15.8
Timing Repair Buffer                    4         33.8            9.25
Multi-Input combinational cell         16          110            30.1
Clock buffer                            4         26.3            7.19
Sequential cell                         6          130            35.6
Inverter                                2         7.51            2.05
what timing repair did:
action / CTS / global route
buffers inserted: 1 / 0
setup endpoints to repair: 1 / 0
gates resized: 1 / 0
metrics by stage:
stage / utilization (%) / hold slack, ns
after floorplan: - / 0.359
after global placement: 9.74 / 0.452
after detailed placement: 9.74 / 0.475
after CTS: 10.7 / 0.481
after global routing: 10.7 / 0.508
final: 10.7 / 0.473
layer usage:
metal,wire length [um],GRT usage [%],up-vias
met1,202,1.60,84
met5,0,0,-
met2,158,1.93,7
met4,0,0.176,0
li1,-,-,95
met3,53,1.59,0
state kept, by name (all words and copies together) (netlist names):
name	flops
r_Count	5
r_State	1
power groups by stage:
stage / Sequential, mW / Clock [mW] / Combinational, mW
finish: 0.206 / 0.187 / 0.0291
global route: 0.208 / 0.215 / 0.0331
CTS: 0.206 / 0.193 / 0.0297
Power is estimated from default activity; no workload was simulated.
