## flow/design.v

```verilog
module RAM_2Port #(parameter WIDTH = 16, DEPTH = 256)
    (
    input                     i_Wr_Clk,
    input [$clog2(DEPTH)-1:0] i_Wr_Addr,
    input                     i_Wr_DV,
    input [WIDTH-1:0]         i_Wr_Data,
    input                     i_Rd_Clk,
    input [$clog2(DEPTH)-1:0] i_Rd_Addr,
    input                     i_Rd_En,
    output reg                o_Rd_DV,
    output reg [WIDTH-1:0]    o_Rd_Data
    );
    reg [WIDTH-1:0] r_Mem[DEPTH-1:0];
    always @ (posedge i_Wr_Clk)
    begin
        if (i_Wr_DV)
        begin
            r_Mem[i_Wr_Addr] <= i_Wr_Data;
        end
    end
    always @ (posedge i_Rd_Clk)
    begin
        o_Rd_Data <= r_Mem[i_Rd_Addr];
        o_Rd_DV   <= i_Rd_En;
    end
endmodule
```

## flow/run.sh

```bash
#!/bin/bash
# OpenROAD 26Q1-2900-gdf79404cd8, Yosys 0.63+post, stock flow scripts
make -C /OpenROAD-flow-scripts/flow DESIGN_CONFIG=/design/flow/config.mk WORK_HOME=/design/flow/orfs finish
```

## flow/config.mk

```make
export PLATFORM = sky130hd
export DESIGN_NAME = RAM_2Port
export DESIGN_NICKNAME = RAM_2Port
export VERILOG_FILES = /design/flow/design.v
export SDC_FILE = /design/flow/constraint.sdc
export NUM_CORES = 4
export LEC_CHECK = 1
export CORE_UTILIZATION = 30
```

## flow/constraint.sdc

```tcl
current_design RAM_2Port

set clk_period 15.7
set clk_io_pct 0.2

create_clock -name clk0 -period $clk_period [get_ports {i_Rd_Clk}]
create_clock -name clk1 -period $clk_period [get_ports {i_Wr_Clk}]

set non_clock_inputs [all_inputs -no_clocks]
set_input_delay [expr $clk_period * $clk_io_pct] -clock clk0 $non_clock_inputs
set_output_delay [expr $clk_period * $clk_io_pct] -clock clk0 [all_outputs]
```

==> changes_impl.md <==
### Physical design

* YS chip area at 159,000 µm²
* R2R depth at 7
* Fp_density at 30.2%
* Startpoint types: input port
* DP HPWL at 251,000 µm
* Maxcap violations at 0
* DR vias/cell at 5.10
* Synth warn at 1
* Cts hold-fix bufs at 0
* R2R Setup Slk at 12,060 ps
* Mapped Cells at 7,361
* Vias in the first global route at 84,200
* # resized after CTS at 0
* Total core area at 526,000 µm²
* Worst slew margin at 18.1%
* Crit end category: flop
* Cell variety after synth at 52
* Worst vdd ir at 0.0834 mV
* Via count at 77,200
* Max FO, Critical Path at 80
* Slowest stage delay, CP at 720 ps
* CTS tree: built
* WP buf/inv at 5
* Synthesized area at 159,000 µm²
* Most frequent cells after synthesis: edfxtp_1 (4,096), mux4_2 (797), mux2i_1 (565), nor2_1 (304), o221ai_1 (252)
* CP delay by family, top: buffers and inverters
* Count of final setup violators at 0
* Log Warnings at 39
* CP arrival at 8430 ps
* Worst Hold Launch: r_Mem[106][6]
* Post-route core utilization at 34.7%
* Postcts setup bufs at 0
* Hold Fails Final Rpt at 0
* Slowest cell on the critical path: buf_4
* Number of iterations in the first detailed-routing pass at 5
* Routed Antenna Nets at 0
* Status: finished clean
* Share of cells above drive strength 1 at 25.1%
* Worst-path clk slew at 100 ps
* Post-synth EDFFs at 4,096
* Io pins at 53
* Hold path endpoint: o_Rd_Data[6]
* Iteration-0 DRC Markers at 5,223
* Number of standard cells reported by yosys at 7,361
* DIE HEIGHT at 729 µm
* Hold Crit Depth at 6
* CP Cell Sequence: buf_8 -> buf_4 -> buf_4 -> buf_4 -> buf_4 -> mux4_2 -> mux4_2 -> a22o_1 -> o32ai_1 -> nor4_1
* Yosys top cell by instances: edfxtp_1
* Largest net degree at the start of global routing at 159
* Total grt overflow at 0
* Reg-to-Reg End: o_Rd_Data[7]
* Total track usage at 17.1%
* Layout Area Growth over Synthesis at 14.8%
* Post-synth ARST share at 0%
* Worst Path Required at 15,850 ps
* Crit Path Category: input port to flop
* Reg2reg start: r_Mem[3][7]
* Die span in x at 729 µm
* GPL Wtd Cong at 0.930
* Area leader, netlist: edfxtp_1
* Hold crit path type: flop to flop
* Dominant register cell: edfxtp_1
* Cell area leaders: edfxtp_1 (77%), mux4_2 (11%), mux2i_1 (3.6%), o221ai_1 (1.4%), nor2_1 (0.72%)
* Register share after synthesis at 77.7%
* Cell Pwr Density at 124 nW/µm²
* Routed len/inst at 28.2 µm
* Clock Sink Count at 4,113
* First-pass GRT wire length at 607,000 µm
* Largest type area fraction at 77.5%
* Most used cell, CP: buf_4
* RSZ-0062 raised after global routing: false
* Total power at 0.0226 W
* Remaining DRCs at 0
* Port Buf Inserts at 51
* Setup TNS Final at 0 ps
* Die area at 532,000 µm²
* Cell row count at 266
* Leak at 56.6 nW
* Slew @ Worst Pin at 1220 ps
* Initial antenna violation count at 19
* Registers, synthesis at 4,113
* Syn avg cell area at 21.6 µm²
* Drt total wl at 427,000 µm
* Max Slew Vio Count at 0
-- layout make-up --
class	count	area (µm²)
Tap cell	6968	8720
Antenna cell	11	27.5
Timing Repair Buffer	555	4560
Clock buffer	465	10100
Sequential cell	4113	123000
Inverter	4	27.5
Multi-Input combinational cell	2792	33000
Clock inverter	232	2430
Fill cell	47700	344000
-- cell usage in the layout, fill, tap and decap left out, types with 18 or more instances in the layout --
cell type / count
a211oi_1: 18
a21oi_1: 175
a221oi_1: 28
a22o_1: 32
a22oi_1: 43
buf_4: 492
bufinv_16: 42
clkbuf_1: 70
clkbuf_16: 395
clkdlybuf4s50_1: 30
clkinv_1: 78
clkinv_2: 59
clkinvlp_4: 24
edfxtp_1: 4096
mux2_2: 88
mux2i_1: 565
mux4_2: 797
nand2_1: 38
nand3_1: 26
nand4_1: 26
nor2_1: 247
nor2_2: 57
nor3_1: 89
o21ai_0: 37
o221ai_1: 252
o22ai_1: 148
o32ai_1: 18
-- sequential cells by signal, summed over array words and instances, names as in the netlist --
name / cells
r_Mem: 4096
o_Rd_Data: 16
o_Rd_DV: 1
-- power breakdown --
group	leakage [nW]	total, W	switching (W)	internal [W]
clock	6.08	0.00936	0.00404	0.00532
combinational	13.6	0.00111	0.000733	0.000382
sequential	37.0	0.0121	0.0000303	0.0121
-- worst min-delay path, delay by kind of cell (launching register included) --
family / cells / cell delay (ps)
simple gates: 3 / 290
flops: 1 / 350
compound gates: 2 / 200
mux: 1 / 150
-- routing by layer --
layer | routed length [µm] | track usage, % | up-vias
li1 | - | - | 32200
met1 | 127000 | 16.7 | 39000
met2 | 200000 | 25.9 | 5143
met3 | 79100 | 14.8 | 772
met4 | 20000 | 6.17 | 26
met5 | 658 | 1.07 | -
-- per-stage QoR --
stage	worst slack [ps]	hold slack (ps)	area (µm²)	instances
detailed placement	6940	1020	170000	14400
global placement	7000	1040	170000	14400
finish	7420	1630	182000	15100
CTS	7250	1690	182000	15100
global route	7120	1750	182000	15100
floorplan	10400	854	159000	7361
-- kinds of logic after synthesis --
| logic type | synth area share [%] |
|---|---|
| flops | 77.7 |
| mux | 15.5 |
| compound gates | 3.54 |
| simple gates | 1.57 |
| buf+inv | 1.69 |
-- how the worst max path moves through the flow --
stage / cells past startpoint / endpoint / startpoint
finish: 10 / o_Rd_Data[5] / i_Rd_Addr[1]
global route: 11 / o_Rd_Data[6] / i_Rd_Addr[0]
CTS: 10 / o_Rd_Data[5] / i_Rd_Addr[1]
Power figures rest on the tool's default switching activity, not on a simulated workload.
